## config.mk

```make
export PLATFORM = sky130hd
export DESIGN_NAME = nrca
export DESIGN_NICKNAME = nrca
export VERILOG_FILES = /design/flow/design.v
export SDC_FILE = /design/flow/constraint.sdc
export NUM_CORES = 4
export LEC_CHECK = 1
export CORE_AREA = 10 10 92 92
export DIE_AREA = 0 0 102 102
```

## constraint.sdc

```tcl
current_design nrca

set clk_period 31.2
set clk_io_pct 0.2

create_clock -name clk0 -period $clk_period

set non_clock_inputs [all_inputs -no_clocks]
set_input_delay [expr $clk_period * $clk_io_pct] -clock clk0 $non_clock_inputs
set_output_delay [expr $clk_period * $clk_io_pct] -clock clk0 [all_outputs]
```

## design.v

```verilog
module fa( 
input a,b,cin, 
output sum,cout 
); 
wire s,c1,c2; 
ha ha1(a,b,s,c1); 
ha ha2(s,cin,sum,c2); 
or or1(cout,c1,c2); 
endmodule 
module ha( 
input a,b, 
output s,c 
); 
xor x1(s,a,b); 
and a1(c,a,b); 
endmodule 
module nrca #(parameter n = 32)( 
    input [n-1:0]a,b, 
    input cin, 
    output [n-1:0]sum, 
    output cout 
    ); 
    wire [n-1:0]c; 
    genvar i; 
    generate 
        fa fa0(a[0],b[0],cin,sum[0],c[0]); 
        for(i=1;i<n;i=i+1) begin 
            fa fag(a[i],b[i],c[i-1],sum[i],c[i]); 
        end 
    endgenerate  
    assign cout = c[n-1]; 
endmodule 
```

## run.sh

```bash
#!/bin/bash
# OpenROAD 26Q1-2900-gdf79404cd8, Yosys 0.63+post, stock flow scripts
make -C /OpenROAD-flow-scripts/flow DESIGN_CONFIG=/design/flow/config.mk WORK_HOME=/design/flow/orfs finish
```

==> changes_impl.md <==
### Physical design

* Final Cell Area at 0.00176 mm²
* Starting Density at 14.2%
* Outcome: complete, no violations
* First DRT Iteration DRCs at 0
* # fillers at 674
* CP Launch Type: input port
* Post-synth cell types at 3
* I/O Pins at 98
* TritonRoute pass-1 iters at 1
* Min cycle time layout at 25.94 ns
* Yosys Warn Count at 0
* Top cells by count, synth: buf_4 (32), fa_1 (32), inv_1 (10)
* Largest stage delay, worst path at 0.46 ns
* Top cell type's share of synthesized area at 69.8%
* Crit path arrival time at 19.70 ns
* Residual DRC at 0
* Initial antenna violation count at 0
* Slew Limit Headroom at 91.9%
* Hold Crit Depth at 5
* Overflow after GRT at 0
* Final ANT Viol Nets at 0
* Clk_buf instances at 0
* Placed cell areas at 0.00176 mm²
* Die width at 102 µm
* Max Cap Violations at 0
* RSZ-0062 raised after global routing: false
* Measured slew at the worst slew-check pin at 0.122 ns
* Area delta synth->final at 91.1%
* Vias in the first global route at 875
* Number of diodes at 0
* Post-DP HPWL at 2960 µm
* WL/cell at 13.7 µm
* Setup Total Neg Slack at 0 ns
* Routed wl met3 at 1020 µm
* Placer Congestion at 0.755
* Post-CTS setup buffer count at 0
* Synthesis area per yosys at 918 µm²
* Layout cells sized above 1 at 0%
* Area of the die at 0.0104 mm²
* Via-per-instance ratio at 3.35
* Cell taking the most area after synthesis: fa_1
* Comb gate area at 641 µm²
* Core ar. at 0.00646 mm²
* Mapped Cells at 74
* Final WL at 2970 µm
* Post-synth design cell area at 918 µm²
* Post-cts sizing count at 0
* Crit end category: output pin
* LEAKAGE at 0.670 nW
* Final Slew Violations at 0
* Peak VDD IR at 0.00644 mV
* Avg Cell Area, Syn at 12.4 µm²
* Finished Core Util at 27.2%
* Crit Path Class: input port to output pin
* CP max FO at 1
* Largest net degree at the start of global routing at 2
* Port Buffer Count at 98
* Die H at 102 µm
* Cell area leaders: fa_1 (70%), buf_4 (26%), inv_1 (4.1%)
* Met2 wire len at 982 µm
* # hold bufs at CTS at 0
* Final Hold Violation Tally at 0
* Number of core rows at 29
* First-pass GRT wire length at 4530 µm
* Vias at 727
* Cycle use final at 83.1%
* Synth Seq Share at 0%
* All-layer global routing usage at 5.58%
* Tool warnings at 32
* Power per cell area at 19.4 mW/mm²
* Top Layer Used: met3
* Setup violators final at 0
* DRT met1 WL at 970 µm
* Highest Clock Rate at 38.5 MHz
* Slowest-stage cell, CP: clkdlybuf4s50_1
* CP most frequent cell: fa_1
* FF/Latch Area at 0 µm²
* Flop count at 0
* # Cells Yosys at 74
* Worst min path class: input port to output pin
* Critical Path RT at 24.96 ns
-- final cells by class --
cell class | count | share of cell area (%)
tap | 77 | 5.49
multi-input combinational | 32 | 36.5
inverter | 10 | 2.14
timing repair buffer | 98 | 55.9
-- routing by layer --
layer	GRT usage (%)	vias up
met5	0	-
met3	6.75	0
met1	6.02	326
met4	0	0
met2	7.36	89
li1	-	312
-- where the power goes --
part	internal [W]	switching (W)
sequential	0	0
clock	0	0
combinational	0.0000252	0.00000872
-- per-stage QoR --
| step | worst slack (ns) | cells | hold WS, ns | power (W) |
|---|---|---|---|---|
| 4_1_cts | 5.12 | 217 | 13.53 | 0.0000352 |
| 3_5_place_dp | 5.14 | 217 | 13.52 | 0.0000351 |
| 6_report | 5.26 | 217 | 13.52 | 0.0000340 |
| 5_1_grt | 4.73 | 217 | 13.58 | 0.0000388 |
| 2_1_floorplan | 6.51 | 74 | 12.70 | 0.0000167 |
| 3_3_place_gp | 5.18 | 217 | 13.53 | 0.0000351 |
-- cells in the final DEF (no fill, tap or decap) --
master,synthesis,routed
fa_1,32,32
clkdlybuf4s50_1,0,98
inv_1,10,10
-- critical path: cells and delay by family --
family | cells | cell delay (ns)
adder cells (fa/ha/maj) | 32 | 12.31
buffers and inverters | 6 | 1.13
-- final timing paths --
kind | start | end | slack (ns)
min | cin | sum[0] | 13.52
max | a[0] | sum[31] | 5.26
-- logic make-up after synthesis --
logic type | count (synthesis) | share of synthesized area [%]
buf+inv | 42 | 30.2
fa+ha+maj | 32 | 69.8
Power figures rest on the tool's default switching activity, not on a simulated workload.
