==> ./design.v <==
`timescale 1ns / 1ps
module ones_counter(
input [7:0]data_in,
output[3:0] cnt_out);
reg [3:0]cnt;
integer i =0;
always@(data_in) begin
    cnt=4'b0;
    for(i=0;i<8;i=i+1) begin
        if(data_in[i]==1'b1)
            cnt=cnt+1;
        else
            cnt=cnt;
     end
end
assign cnt_out = cnt;
endmodule
==> ./run.sh <==
#!/bin/bash
# OpenROAD 26Q1-2900-gdf79404cd8, Yosys 0.63+post, stock flow scripts
make -C /OpenROAD-flow-scripts/flow DESIGN_CONFIG=/design/flow/config.mk WORK_HOME=/design/flow/orfs finish
==> ./config.mk <==
export PLATFORM = sky130hd
export DESIGN_NAME = ones_counter
export DESIGN_NICKNAME = ones_counter
export VERILOG_FILES = /design/flow/design.v
export SDC_FILE = /design/flow/constraint.sdc
export NUM_CORES = 4
export LEC_CHECK = 1
export CORE_AREA = 10 10 70 70
export DIE_AREA = 0 0 80 80
==> ./constraint.sdc <==
current_design ones_counter

set clk_period 3.7
set clk_io_pct 0.2

create_clock -name clk0 -period $clk_period

set non_clock_inputs [all_inputs -no_clocks]
set_input_delay [expr $clk_period * $clk_io_pct] -clock clk0 $non_clock_inputs
set_output_delay [expr $clk_period * $clk_io_pct] -clock clk0 [all_outputs]
==> flow_summary.html <==
<h3>Run summary</h3>
<table>
<tr><th>Metric</th><th>Value</th></tr>
<tr><th colspan="2">STA</th></tr>
<tr><td>WHS</td><td>2360 ps</td></tr>
<tr><td>Least-Margin Pin Slew</td><td>297 ps</td></tr>
<tr><td>Tightest slew margin relative to the limit</td><td>80.1%</td></tr>
<tr><td>Max Freq</td><td>0.228 GHz</td></tr>
<tr><td>Fin. Hold Viols</td><td>0</td></tr>
<tr><td>Period utilization</td><td>118%</td></tr>
<tr><td>Final worst-path setup slack</td><td>-676 ps</td></tr>
<tr><td>Final setup fails</td><td>4</td></tr>
<tr><td>Unrepaired setup endpoints after global routing</td><td>true</td></tr>
<tr><td>Max Transition Viols Final</td><td>0</td></tr>
<tr><td>Shortest period the worst path allows</td><td>4380 ps</td></tr>
<tr><td>Total Negative Setup Slacks</td><td>-2210 ps</td></tr>
<tr><th colspan="2">Critical path</th></tr>
<tr><td>Max Fanout on Critical Path</td><td>5</td></tr>
<tr><td>Data required time at the worst endpoint</td><td>2960 ps</td></tr>
<tr><td>Crit path capture type</td><td>primary output</td></tr>
<tr><td>Sort of element at the start of the critical path</td><td>input port</td></tr>
<tr><td>CP arrival</td><td>3640 ps</td></tr>
<tr><td>Critical setup path kind</td><td>input port to primary output</td></tr>
<tr><th colspan="2">Min path</th></tr>
<tr><td>Endpoint, Worst Hold</td><td>cnt_out[1]</td></tr>
<tr><td>Launch point of the worst hold path</td><td>data_in[7]</td></tr>
<tr><td>Worst min-delay path class</td><td>input port to primary output</td></tr>
<tr><td>WHS Path Cells</td><td>3</td></tr>
<tr><th colspan="2">Final layout</th></tr>
<tr><td>Area used by sequential logic in the layout</td><td>0 um^2</td></tr>
<tr><td>Total of clock buffers placed in the layout</td><td>0</td></tr>
<tr><td>Post-route cell area</td><td>1250 um^2</td></tr>
<tr><td>Filler Cells Inserted</td><td>348</td></tr>
<tr><td>Area used by multi-input combinational logic</td><td>795 um^2</td></tr>
<tr><td>Seq_cells</td><td>0</td></tr>
<tr><td>Share of post-route cells with drive strength above 1</td><td>46.3%</td></tr>
<tr><td>Layout Area Growth over Synthesis</td><td>65.2%</td></tr>
<tr><th colspan="2">Outcome</th></tr>
<tr><td>Failing checks</td><td>setup timing</td></tr>
<tr><td>Run status</td><td>complete, but fails checks</td></tr>
<tr><th colspan="2">Synthesis</th></tr>
<tr><td>Yosys warns</td><td>1</td></tr>
<tr><td>Gate count after technology mapping</td><td>96</td></tr>
<tr><td>Mean instance size in the synthesized netlist</td><td>7.86 um^2</td></tr>
<tr><td>Cell total in the yosys stat output</td><td>96</td></tr>
<tr><td>Synth Seq Share</td><td>0%</td></tr>
<tr><td>Synth cell types</td><td>40</td></tr>
<tr><td>Synthesized cell area</td><td>754 um^2</td></tr>
<tr><td>Chip area estimate from yosys synthesis</td><td>754 um^2</td></tr>
<tr><th colspan="2">Global routing</th></tr>
<tr><td>GRT Residual Overflow</td><td>0</td></tr>
<tr><td>Global router's overall resource usage</td><td>5.77%</td></tr>
<tr><td>Antenna violations before repair</td><td>0</td></tr>
<tr><td>Wire length of the first global-routing pass</td><td>3220 um</td></tr>
<tr><td>Pin count of the biggest net entering global routing</td><td>14</td></tr>
<tr><td>Number of global-route vias before repair</td><td>727</td></tr>
<tr><th colspan="2">Detailed routing</th></tr>
<tr><td>Number of antenna cells inserted</td><td>0</td></tr>
<tr><td>Highest signal layer in the routed design</td><td>met3</td></tr>
<tr><td>Pre-antenna DRT Iters</td><td>4</td></tr>
<tr><td>Post-DR wirelength/cell</td><td>10.6 um</td></tr>
<tr><td>Via-to-Cell Ratio</td><td>4.51</td></tr>
<tr><td>Routed length on met3</td><td>40 um</td></tr>
<tr><td>Routed Antenna Nets</td><td>0</td></tr>
<tr><td>Via count of the routed design</td><td>821</td></tr>
<tr><td>Drt drc</td><td>0</td></tr>
<tr><td>Length of routed wiring on met1</td><td>1040 um</td></tr>
<tr><td>Final WL</td><td>1930 um</td></tr>
<tr><td>Number of DRC markers in iteration 0</td><td>21</td></tr>
<tr><td>Met2 wirelength from detailed routing</td><td>855 um</td></tr>
<tr><th colspan="2">Job</th></tr>
<tr><td>Number of warning messages in the logs</td><td>38</td></tr>
<tr><td># Max-Cap Violations</td><td>0</td></tr>
<tr><th colspan="2">Power</th></tr>
<tr><td>Worst-case vdd ir drop</td><td>0.0751 mV</td></tr>
<tr><td>Leakage power total</td><td>0.564 nW</td></tr>
<tr><td>Power per cell area</td><td>246 nW/um^2</td></tr>
<tr><th colspan="2">Floorplan</th></tr>
<tr><td>Die Width</td><td>80 um</td></tr>
<tr><td>Floorplan core density</td><td>22.1%</td></tr>
<tr><td>Total Die Area</td><td>6400 um^2</td></tr>
<tr><td>CORE AREA</td><td>3420 um^2</td></tr>
<tr><td># IOs</td><td>12</td></tr>
<tr><td>Placement Rows</td><td>21</td></tr>
<tr><td>Die span in y</td><td>80 um</td></tr>
<tr><th colspan="2">Placed design</th></tr>
<tr><td>Number of port buffers</td><td>12</td></tr>
<tr><td>Post-place instance area</td><td>1190 um^2</td></tr>
<tr><td>Total half-perimeter wirelength after legalization and detailed placement</td><td>1650 um</td></tr>
<tr><td>Final Wtd Congestion</td><td>0.874</td></tr>
<tr><th colspan="2">Clock network</th></tr>
<tr><td>Quantity of hold-fixing buffers added after cts</td><td>0</td></tr>
</table>
==> power by group <==
part           total (mW)  switching [mW]  internal, mW
clock                   0               0             0
combinational       0.307           0.131         0.176
sequential              0               0             0
==> cell usage in the layout (no fill, tap or decap), types with 2 or more instances in the layout <==
| master | count |
|---|---|
| sky130_fd_sc_hd__buf_4 | 32 |
| sky130_fd_sc_hd__nand2_1 | 7 |
| sky130_fd_sc_hd__xnor2_1 | 6 |
| sky130_fd_sc_hd__xor2_1 | 6 |
| sky130_fd_sc_hd__clkdlybuf4s50_1 | 6 |
| sky130_fd_sc_hd__xnor2_2 | 4 |
| sky130_fd_sc_hd__inv_1 | 4 |
| sky130_fd_sc_hd__a21oi_2 | 4 |
| sky130_fd_sc_hd__nor2_1 | 4 |
| sky130_fd_sc_hd__ha_1 | 4 |
| sky130_fd_sc_hd__buf_2 | 4 |
| sky130_fd_sc_hd__nand2b_1 | 3 |
| sky130_fd_sc_hd__o21ai_0 | 3 |
| sky130_fd_sc_hd__nor2b_1 | 3 |
| sky130_fd_sc_hd__nand3_1 | 3 |
| sky130_fd_sc_hd__ha_4 | 3 |
| sky130_fd_sc_hd__inv_6 | 2 |
| sky130_fd_sc_hd__o31ai_2 | 2 |
| sky130_fd_sc_hd__o211ai_1 | 2 |
| sky130_fd_sc_hd__a21oi_1 | 2 |
| sky130_fd_sc_hd__o32ai_1 | 2 |
| sky130_fd_sc_hd__a31o_1 | 2 |
| sky130_fd_sc_hd__buf_8 | 2 |
==> kinds of logic (layout without fill, tap and decap cells) <==
logic type / count (synthesis) / after routing / synth area share, %
AOI/OAI and AO/OA: 25 / 25 / 26.2
adders and majority gates: 8 / 8 / 13.3
muxes: 2 / 2 / 2.98
buffers and inverters: 11 / 51 / 8.62
xor gates and xnor gates: 18 / 18 / 24.7
and+or+nand+nor: 32 / 32 / 24.2
==> worst max path at each step <==
| stage | startpoint | end | slack (ps) | cells after the start |
|---|---|---|---|---|
| after CTS | data_in[0] | cnt_out[3] | -720 | 18 |
| after global routing | data_in[0] | cnt_out[3] | -850 | 17 |
| final | data_in[3] | cnt_out[2] | -680 | 15 |
==> area by class of cell <==
| cell class | count | share of cell area [%] |
|---|---|---|
| well taps | 46 | 4.62 |
| repair buffers | 45 | 29.0 |
| inverters | 6 | 2.61 |
| multi-input cells | 85 | 63.8 |
==> per-stage QoR <==
| step | util (%) | cells | setup slack, ps | power [mW] |
|---|---|---|---|---|
| floorplan | - | 96 | -323 | 0.173 |
| detailed placement | 34.8 | 179 | -1650 | 0.302 |
| global route | 36.5 | 182 | -848 | 0.339 |
| global placement | 34.8 | 179 | -1550 | 0.299 |
| CTS | 36.4 | 182 | -723 | 0.309 |
| finish | 36.5 | 182 | -676 | 0.307 |
==> metal layers <==
layer	up-vias	GRT usage, %
li1	430	-
met1	379	9.10
met2	12	8.91
met3	0	0.114
met4	0	0
met5	-	0
==> cell usage after synthesis, drive strengths merged (2+ instances only) <==
| cell | count | area, um^2 |
|---|---|---|
| inv | 6 | 22.5 |
| o21ai | 3 | 15.0 |
| xnor2 | 10 | 95.1 |
| nand2 | 8 | 30.0 |
| nor2 | 4 | 15.0 |
| buf | 5 | 42.5 |
| a31o | 2 | 17.5 |
| and2b | 2 | 17.5 |
| nand2b | 3 | 18.8 |
| mux2 | 2 | 22.5 |
| nor3b | 2 | 20.0 |
| nor2b | 3 | 18.8 |
| a32oi | 2 | 25.0 |
| o31ai | 2 | 25.0 |
| xor2 | 7 | 68.8 |
| ha | 8 | 100 |
| nand3 | 4 | 20.0 |
| a21oi | 6 | 30.0 |
| o211ai | 2 | 15.0 |
| o32ai | 2 | 17.5 |
==> critical path, stage by stage <==
cell and delay [ps]:
sky130_fd_sc_hd__clkdlybuf4s50_1 620, sky130_fd_sc_hd__nor2_1 100, sky130_fd_sc_hd__a21oi_2 130, sky130_fd_sc_hd__ha_1 260, sky130_fd_sc_hd__a21oi_2 140, sky130_fd_sc_hd__o31ai_2 80
sky130_fd_sc_hd__a21o_1 200, sky130_fd_sc_hd__a32oi_2 190, sky130_fd_sc_hd__ha_2 300, sky130_fd_sc_hd__mux2_4 270, sky130_fd_sc_hd__ha_4 160, sky130_fd_sc_hd__nand2_4 50
sky130_fd_sc_hd__xnor2_2 120, sky130_fd_sc_hd__xnor2_1 140, sky130_fd_sc_hd__buf_2 120
==> repair_timing <==
item / in CTS / in global routing
pin swaps: 12 / 11
setup endpoints to repair: 4 / 4
hold endpoints to repair: 0 / 0
resized: 34 / 3
setup buffers: 3 / 0
Power figures rest on the tool's default switching activity, not on a simulated workload.
