===== design/flow/design.v =====
`timescale 1ns / 1ps
module sequence_repeater(
input clk,rst,
output reg[2:0] dout);
reg [2:0]cnt;
always @(posedge clk or posedge rst) begin
if(rst==1'b1) begin
cnt<=1'b0;
dout<=3'd1;
end
else if (clk==1'b1) begin
case(cnt) 
3'd0: begin
if(dout==3'd4) 
dout<=3'd1;
else if(dout==3'd1) 
dout<=3'd6;
cnt<=cnt+1;
end
3'd1: begin
dout<=3'd6;
cnt<=cnt+1;
end
3'd2: begin
dout<=3'd5;
cnt<=cnt+1;
end
3'd3: begin
dout<=3'd7;
cnt<=cnt+1;
end
3'd4: begin
dout<=3'd3;
cnt<=cnt+1;
end
3'd5: begin
dout<=3'd2;
cnt<=cnt+1;
end
3'd6: begin
dout<=3'd4;
cnt<=3'd0;
end
endcase
end
end
endmodule

===== design/flow/run.sh =====
#!/bin/bash
# OpenROAD 26Q1-2900-gdf79404cd8, Yosys 0.63+post, stock flow scripts
make -C /OpenROAD-flow-scripts/flow DESIGN_CONFIG=/design/flow/config.mk WORK_HOME=/design/flow/orfs finish

===== design/flow/config.mk =====
export PLATFORM = sky130hd
export DESIGN_NAME = sequence_repeater
export DESIGN_NICKNAME = sequence_repeater
export VERILOG_FILES = /design/flow/design.v
export SDC_FILE = /design/flow/constraint.sdc
export NUM_CORES = 4
export LEC_CHECK = 1
export CORE_AREA = 10 10 70 70
export DIE_AREA = 0 0 80 80

===== design/flow/constraint.sdc =====
current_design sequence_repeater

set clk_period 2.3
set clk_io_pct 0.2

create_clock -name clk0 -period $clk_period [get_ports {clk}]

set non_clock_inputs [all_inputs -no_clocks]
set_input_delay [expr $clk_period * $clk_io_pct] -clock clk0 $non_clock_inputs
set_output_delay [expr $clk_period * $clk_io_pct] -clock clk0 [all_outputs]

==> impl_metrics.ini <==
; generated from flow reports
[clock_tree]
clkTransAtPathRegs_ns = 0.05
cts.repair.resized = 0
cts_made_buffers = 3
clk_latency_ns = 0.25
clock_sinks = 6
tritoncts = done
cts-hold-fix-buffers = 0
cts.root.buffer_cell = clkbuf_4
cts-root-to-sink-buffers = 2
cts_setup_buffers = 0
cts_max_level = 1

[synthesis]
synth-seq-area-share_pct = 36.8
synth_top_area_share_pct = 30.4
flop_cell = dfrtp_1
yosys.area.top_type = dfrtp_1
syn-instance-count = 43
warnings_from_yosys = 1
syn_avg_cell_area_um2 = 9.57
postSynthRegisterBits = 6
post_synth_num_cell_types = 24
yosysCellCount = 43
ys_top_cells_by_area = dfrtp_1 (30%), mux2i_1 (7.3%), dfstp_2 (6.4%)
enable_flop_cells = 0
synth_area_um2 = 412
asyncSetResetFlopFracSynth_pct = 100
ys_chip_area_um2 = 412

[final_timing]
finalCritPeriodShare_pct = 75.7
tns_ns = 0
slew-limit-headroom_pct = 75.9
final.setup_skew_ns = 0.00124
worstMarginPinSlew_ns = 0.361
grt_setup_unrepaired = no
finalHoldViolCount = 0
finalHoldWorstSlack_ns = 0.420
finalSetupViolCount = 0
slew_viol_final = 0
finalWorstPathRequiredPeriod_ns = 1.74
fmaxAchievable_mhz = 574

[drt]
antenna_cells_inserted = 0
postRouteWirelength_um = 655
drt-initial-drc-count = 12
ant_nets = 0
drt-wirelength-per-cell_um = 6.89
vias = 310
detail_route.first_pass.iterations = 4
drcViolationCount = 0
post_drt_via_cell_ratio = 3.26

[floorplan]
die-width_um = 80
number_of_i_o_pins = 5
die_height_um = 80
chip_area_um2 = 6400
initial_core_util_pct = 12.1
coreArea_um2 = 3420
placementRows = 21

[placement]
dp_hpwl_um = 530
place.gp.congestion = 0.755
port_buffers = 4

[global_routing]
via_count_of_the_first_global_routing_pass = 272
grt_max_degree = 11
first_pass_grt_wire_length_um = 1240
grt.overflow.total = 0
number_of_antenna_violations_at_the_first_check_in_global_routing = 0
grt_use_total_pct = 2.38

[setup_path]
cp_data_arrival_time_ns = 1.91
timing.critical_path.to_type = flip-flop
rr_startpoint = cnt[0]
critical_path.reg2reg.endpoint = dout[0]
crit_path_start_kind = flip-flop
worstRegToRegCells = 5
criticalPathCategory = reg -> reg
r2r_setup_slack_ns = 0.56
crit_fanout = 10
timing.critical_path.required_ns = 2.47

[job]
cap_viol_max_count = 0
warning_count = 25

[finish]
final-seq-area_um2 = 151
fill_cells = 381
finish.utilization_pct = 15.2
combGateArea_um2 = 221
share_of_cells_above_drive_strength_1_pct = 22.4
area_growth_syn_to_layout_pct = 26.1

[power]
p_leak_nw = 0.209
max_rail_drop_vdd_mv = 0.148
power_density_nw_per_um2 = 415

[outcome]
outcome = finished clean

[min_path]
min_path_type = in -> async
## critical path: stages (launching register included)
cell	delay, ns
dfrtp_1	0.47
nand2_1	0.20
inv_1	0.07
ha_1	0.28
o22ai_2	0.29
mux2_2	0.36
## registers in the layout (all words and copies together), names as in the netlist
| signal | count |
|---|---|
| dout | 3 |
| cnt | 3 |
## Yosys cell counts (all sizes together), types with 2 or more instances
master  instances
a21oi           4
buf             2
dfrtp           5
inv             6
mux2            2
mux2i           3
nand2           3
nor2            3
nor2b           2
o21ai           2
## per-stage QoR
stage	cell area, µm²	total power [mW]	cells	setup WS [ns]
floorplan	412	0.109	43	0.668
finish	519	0.215	95	0.559
CTS	519	0.219	95	0.556
global placement	493	0.111	91	0.592
global route	519	0.231	95	0.401
detailed placement	493	0.111	91	0.567
## cell type report
type | instances | share of cell area (%)
Tap cell | 46 | 11.1
Sequential cell | 6 | 29.2
Multi-Input combinational cell | 29 | 42.7
Clock buffer | 4 | 5.06
Inverter | 6 | 4.34
Timing Repair Buffer | 4 | 7.71
## cells in the final DEF (no fill, tap or decap), drive strengths merged
cell type,synthesis,final
or2,1,1
a21oi,4,4
dfstp,1,1
clkdlybuf4s50,0,4
nand2b,1,1
nor2b,2,2
o22ai,1,1
dfrtp,5,5
or3,1,1
nor2,3,3
a31oi,1,1
mux2i,3,3
nor3b,1,1
inv,6,6
ha,1,1
xnor2,1,1
o21ai,2,2
nand2,3,3
a211oi,1,1
clkbuf,0,4
o2bb2ai,1,1
mux2,2,2
## where the power goes
group | switching, mW | total [mW] | internal [mW] | leakage [nW]
registers | 0 | 0.106 | 0.106 | 0.0667
clock network | 0.0400 | 0.106 | 0.0658 | 0.0150
logic | 0.00201 | 0.00360 | 0.00159 | 0.127
total | 0.0420 | 0.215 | 0.173 | 0.209
## routing by layer
metal | GRT usage [%] | vias to the layer above | share of wire (%)
met2 | 2.73 | 10 | 37
met1 | 3.31 | 141 | 47
li1 | - | 157 | -
met4 | 0.352 | 0 | 1.8
met3 | 1.93 | 2 | 13
met5 | 0 | - | 0
## worst max-delay path by stage
stage	from	end	slack, ns	depth (start not counted)
CTS	cnt[0]	dout[0]	0.56	5
global route	cnt[0]	dout[2]	0.40	7
finish	cnt[0]	dout[0]	0.56	5
## logic make-up after synthesis
logic type                 count (synthesis)  share of synthesized area [%]
adders and majority gates                  1                           3.04
DFF                                        6                           36.8
muxes                                      5                           12.8
and+or+nand+nor                           12                           16.1
buffers and inverters                      8                           9.42
AOI/OAI and AO/OA                         10                           19.8
xor gates and xnor gates                   1                           2.13
Power figures rest on the tool's default switching activity, not on a simulated workload.
